===== flow/design.v =====
module ctrl_unit #(
    parameter OPCODE_ALU     =  5'B01100,
    parameter OPCODE_ALU_I   =  5'B00100,
    parameter OPCODE_LOAD    =  5'B00000,
    parameter OPCODE_STORE   =  5'B01000,
    parameter OPCODE_BRANCH  =  5'B11000,
    parameter OPCODE_JAL     =  5'B11011,
    parameter OPCODE_JALR    =  5'B11001,
    parameter OPCODE_LUI     =  5'B01101,
    parameter OPCODE_AUIPC   =  5'B00101,
    parameter FUNCT3_BEQ     =  3'B000,
    parameter FUNCT3_BNE     =  3'B001,
    parameter FUNCT3_BLT     =  3'B100,
    parameter FUNCT3_BGE     =  3'B101,
    parameter FUNCT3_BLTU    =  3'B110,
    parameter FUNCT3_BGEU    =  3'B111
) ( 
    input logic [31:0] instr_i,
    input logic br_less_i, br_equal_i,
    output logic br_sel_o, br_unsigned_o, rd_wren_o, op_a_sel_o, op_b_sel_o, mem_wren_o,
    output logic [3:0] alu_op_o,
    output logic [2:0] mem_op_o,
    output logic [1:0] wb_sel_o
); 
    logic [4:0] OPCODE;
    logic [2:0] FUNCT3;
    assign OPCODE = instr_i[6:2];
    assign FUNCT3 = instr_i[14:12];
    always_comb begin
        br_sel_o        = 1'b0;  
        br_unsigned_o   = 1'bx;
        rd_wren_o       = 1'b0;  
        op_a_sel_o      = 1'b0;  
        op_b_sel_o      = 1'b0;  
        mem_wren_o      = 1'b0;  
        alu_op_o        = 4'b0000;  
        wb_sel_o        = 2'b00;  
        mem_op_o   = 3'b010 ;
        case (OPCODE)
            OPCODE_ALU: begin
                alu_op_o  = {instr_i[30], FUNCT3};
                rd_wren_o = 1'b1;
            end
            OPCODE_ALU_I: begin
                rd_wren_o       = 1;
                op_b_sel_o      = 1;
                if (FUNCT3 == 3'b101) begin
                    alu_op_o    = {instr_i[30], FUNCT3};
                end else begin
                    alu_op_o    = {1'b0, FUNCT3};
                end
            end
            OPCODE_LOAD: begin
                op_b_sel_o  = 1'b1;
                rd_wren_o   = 1'b1;
                wb_sel_o    = 2'b01;
                mem_op_o = FUNCT3;
            end
            OPCODE_STORE: begin
                op_b_sel_o  = 1'b1;
                mem_wren_o  = 1'b1;
                mem_op_o = FUNCT3;
            end
            OPCODE_BRANCH: begin
                op_a_sel_o  = 1;
                op_b_sel_o  = 1;
                case (FUNCT3)
                    FUNCT3_BEQ: br_sel_o    = br_equal_i;
                    FUNCT3_BNE: br_sel_o    = !br_equal_i;
                    FUNCT3_BLT: br_sel_o    = br_less_i;
                    FUNCT3_BGE: br_sel_o    = !br_less_i;
                    FUNCT3_BLTU: br_sel_o   = br_less_i;
                    FUNCT3_BGEU: br_sel_o   = !br_less_i;
                    default: br_sel_o = 'x;
                endcase
                br_unsigned_o = ((FUNCT3 == FUNCT3_BLTU) || (FUNCT3 == FUNCT3_BGEU));
            end
            OPCODE_JAL: begin
                br_sel_o    = 1;
                op_a_sel_o  = 1;
                op_b_sel_o  = 1;
                rd_wren_o   = 1;
                wb_sel_o    = 2'b10;
            end
            OPCODE_JALR: begin
                br_sel_o    = 1;
                op_b_sel_o  = 1;
                rd_wren_o   = 1;
                wb_sel_o    = 2'b10;  
            end
            OPCODE_LUI: begin
                rd_wren_o   = 1;
                wb_sel_o    = 2'b11;
            end
            OPCODE_AUIPC: begin
                op_a_sel_o  = 1;
                op_b_sel_o  = 1;
                rd_wren_o   = 1;
            end
            default: begin
                rd_wren_o   = 'x;
                mem_wren_o  = 'x;
            end
        endcase
    end
endmodule

===== flow/run.sh =====
#!/bin/bash
# OpenROAD 26Q1-2900-gdf79404cd8, Yosys 0.63+post, stock flow scripts
make -C /OpenROAD-flow-scripts/flow DESIGN_CONFIG=/design/flow/config.mk WORK_HOME=/design/flow/orfs finish

===== flow/config.mk =====
export PLATFORM = sky130hd
export DESIGN_NAME = ctrl_unit
export DESIGN_NICKNAME = ctrl_unit
export VERILOG_FILES = /design/flow/design.v
export SDC_FILE = /design/flow/constraint.sdc
export NUM_CORES = 4
export LEC_CHECK = 1
export CORE_AREA = 10 10 70 70
export DIE_AREA = 0 0 80 80

===== flow/constraint.sdc =====
current_design ctrl_unit

set clk_period 1.8
set clk_io_pct 0.2

create_clock -name clk0 -period $clk_period

set non_clock_inputs [all_inputs -no_clocks]
set_input_delay [expr $clk_period * $clk_io_pct] -clock clk0 $non_clock_inputs
set_output_delay [expr $clk_period * $clk_io_pct] -clock clk0 [all_outputs]

==> notes.md <==
The mapped netlist covers 291.5 um^2. Dividing the detail-routed via count by the number of cells gives 3.548. The multi-input combinational cells in the finished layout cover a total of 276.5 um^2. STA classifies the critical path endpoint as an output pin. Leaving out filler cells and counting taps, the final layout contains 126.

The required time at the worst endpoint is listed as 1440 ps. The setup violation total in the final timing report was 0. The dominant combinational cell family by area after synthesis is simple AND/OR/NAND/NOR gates.

The routed design shows a wire length per standard cell of 10.60 um. The run gives 119 for the count of placed standard cells including taps. The count of distinct cell types in the synthesized netlist is 26. The worst hold path terminates at wb_sel_o[0]. With the sum of overflow across all layers after global routing at 0, the portion of the post-synthesis area used by sequential elements is 0. The routed layout has 447 vias. As logged by OpenROAD, the buffers inserted on ports number 26. The core utilization at floorplan was 0.08535. The number of antenna violations at the first check in global routing is 0. The post-route clock period utilization was 0.9641; the power density of the placed cells was 170.0 nW/um^2. The run gives 41 for the yosys stat cell total.

The stage logs contain a warning count of 55. In the final report, the number of pins over their slew limit comes to 0. The class of the tightest hold or removal check was in -> out. The count of nets left with antenna violations once routing finished came out at 0. In the final layout, the fill cell count is 377. The worst setup path is launched from an input pin. The run gives 0.08584 for the area share of the largest cell type after synthesis.

The run gives 6400 um^2 for the total die size. The first detailed-routing pass took 2 iterations. The xor and xnor fraction of the mapped netlist area is 0.09013. The horizontal die dimension reported for this design is 80 um. Per the run report, area growth between synthesis and finish was 134.8%.

The run gives 0 as the number of hold-repair buffers added at the cts stage. The design draws 0.0001164 W. The critical path class is in -> out. The run finished with clean final reports. The relative max-transition margin was 0.8327; the number of cells produced by synthesis was 41. The wire length on met1 came out at 578 um.

After routing, the total negative slack on setup checks comes to 0 ps. In the layout the commonest cells are sky130_fd_sc_hd__dlygate4sd2_1 (13), sky130_fd_sc_hd__buf_4 (12), sky130_fd_sc_hd__and3_1 (4), sky130_fd_sc_hd__buf_2 (4). The first global-routing pass estimated 2.208 mm of wire. For the count of endpoints failing hold in the final timing report, the log shows 0. The run gives 576.2 MHz for the timing-limited maximum frequency. The max-capacitance violation count came out at 0. Per the OpenROAD floorplan log, the area of the core is 3416 um^2.

The tools report the number of standard-cell rows in the floorplan as 21. In the finished design the tool counted flip-flops and latches totalling 0. After detailed routing, the total wire length is 1.335 mm. The largest net degree at the start of global routing came out at 10. Summed over all instances, the cell type with the most area after synthesis is sky130_fd_sc_hd__and3_1. The total global-route track usage is 0.03997, and the final standard cell utilization of the core is 0.2004.

For the worst setup path, the data arrival time is 1380 ps. During I/O placement, the number of pins put on the boundary was 49. Per the post-synthesis stats, the area per cell is 7.110 um^2. The top metal layer carrying routed signals is met3. The logs give 1.049 mm for the half-perimeter wire length of the detailed placement result and 27.56 uV for the worst vdd rail ir drop.

The run gives 0 for the clock buffer count. The run gives 0.3490 nW as the leakage power. The slew at the pin closest to its max-slew limit is 249.0 ps. The total number of yosys warnings is 1, and the fraction of the mapped netlist area in simple logic gates is 0.5365. After detailed routing, the number of remaining DRC violations is 0. The logs give 0 um^2 for the sequential cell area and 291.5 um^2 for the synthesis area per yosys.

The die height is 80 um. The most common logic cell in the final layout is sky130_fd_sc_hd__dlygate4sd2_1. The post-synthesis mux area share was 0.03433; the final critical delay including setup and external delays was 1735 ps.

The tools report the number of DRC markers in iteration 0 as 21. Instance count along the most critical hold path: 4. The worst min-delay path startpoint was instr_i[5]. The run gives 592 um as the total length of routed met2 wires. The fraction of final layout cells with drive strength greater than 1 came out at 0.3750.

Setup repair after global routing left no endpoint under its margin. Ranked by total cell area, the synthesized netlist is headed by sky130_fd_sc_hd__and3_1 (8.6%), sky130_fd_sc_hd__buf_6 (7.7%), sky130_fd_sc_hd__a21oi_1 (6.9%), sky130_fd_sc_hd__and2_1 (6.4%), sky130_fd_sc_hd__xor2_1 (6.0%). The via count of the first global-routing pass was 475; the share of synthesized cell area in full adder, half adder and majority cells was 0.

Of all nets on the critical path, the largest fanout is 6. The placement summary gives the final routability congestion estimate as 0.7381. The met3 wirelength from detailed routing is 165 um, and the antenna diode instance count is 0. The fraction of the mapped netlist area in compound gates was 0.2232.
-- metrics by stage --
stage	instance area, um^2	worst slack, ps	hold slack (ps)
detailed placement	646.9	-549.5	1651
global placement	646.9	-518.2	1652
finish	684.4	64.57	1034
floorplan	291.5	535.6	772.7
global route	684.4	3.654	1098
CTS	695.7	18.27	1290
-- synth_stat cells --
library cell / number
sky130_fd_sc_hd__and3_1: 4
sky130_fd_sc_hd__xor2_1: 2
sky130_fd_sc_hd__o22ai_1: 1
sky130_fd_sc_hd__and3b_1: 1
sky130_fd_sc_hd__xnor2_1: 1
sky130_fd_sc_hd__nor2_1: 2
sky130_fd_sc_hd__inv_1: 1
sky130_fd_sc_hd__o21ai_1: 2
sky130_fd_sc_hd__nor3_4: 1
sky130_fd_sc_hd__or3_1: 1
sky130_fd_sc_hd__a31oi_1: 1
sky130_fd_sc_hd__nand3_1: 2
sky130_fd_sc_hd__a21o_1: 1
sky130_fd_sc_hd__a21oi_1: 4
sky130_fd_sc_hd__nor4_2: 1
sky130_fd_sc_hd__nand2_1: 1
sky130_fd_sc_hd__buf_6: 2
sky130_fd_sc_hd__nor2b_4: 1
sky130_fd_sc_hd__and2_1: 3
sky130_fd_sc_hd__a21boi_1: 1
sky130_fd_sc_hd__nand3b_1: 2
sky130_fd_sc_hd__nor2_2: 1
sky130_fd_sc_hd__mux2i_1: 1
sky130_fd_sc_hd__o21a_1: 1
sky130_fd_sc_hd__buf_4: 1
sky130_fd_sc_hd__nand2b_1: 2
-- worst max-delay path: stages --
cell and delay (ps):
sky130_fd_sc_hd__dlygate4sd2_1 240, sky130_fd_sc_hd__buf_6 140, sky130_fd_sc_hd__buf_4 140, sky130_fd_sc_hd__xor2_1 130, sky130_fd_sc_hd__o22ai_1 150, sky130_fd_sc_hd__dlygate4sd2_1 220
-- power by group --
| part | total [W] | leakage [nW] | switching (W) | internal (W) |
|---|---|---|---|---|
| Combinational | 0.000116 | 0.349 | 0.0000476 | 0.0000688 |
| Clock | 0 | 0 | 0 | 0 |
| Sequential | 0 | 0 | 0 | 0 |
| Total | 0.000116 | 0.349 | 0.0000476 | 0.0000688 |
-- logic make-up (layout without fill, tap and decap cells) --
logic type,count (synthesis),in the layout
AND/OR/NAND/NOR,22,22
AND-OR/OR-AND,11,11
buffers and inverters,4,43
XOR/XNOR,3,3
multiplexers,1,1
-- routing by layer --
metal / GRT usage / vias up
met4: 0 / 0
met3: 0.01477 / 0
met2: 0.06661 / 17
li1: - / 229
met1: 0.05086 / 201
met5: 0 / -
-- area by class of cell --
cell class	count	share of cell area
inverter	1	0.005484
multi-input combinational	37	0.4040
tap	46	0.08410
timing repair buffer	42	0.5064
-- how the worst max path moves through the flow --
stage | cells past startpoint | slack [ps] | startpoint | to
5_1_grt | 4 | 4 | instr_i[6] | mem_op_o[2]
4_1_cts | 6 | 20 | br_less_i | br_sel_o
6_report | 6 | 60 | instr_i[3] | op_a_sel_o
-- timing repair --
item,4_1_cts,5_1_grt
pin swaps,14,8
gates cloned,1,0
endpoints found under the setup margin,15,9
buffers inserted,6,0
gates resized,38,11
No activity file was given, so power comes from the tool's default toggle rates.
