**flow/run.sh**
```bash
#!/bin/bash
# OpenROAD 26Q1-2900-gdf79404cd8, Yosys 0.63+post, stock flow scripts
make -C /OpenROAD-flow-scripts/flow DESIGN_CONFIG=/design/flow/config.mk WORK_HOME=/design/flow/orfs finish
```
**flow/config.mk**
```make
export PLATFORM = sky130hd
export DESIGN_NAME = alu
export DESIGN_NICKNAME = alu
export VERILOG_FILES = /design/flow/design.v
export SDC_FILE = /design/flow/constraint.sdc
export NUM_CORES = 4
export LEC_CHECK = 1
export CORE_UTILIZATION = 40
```
**flow/constraint.sdc**
```tcl
current_design alu

set clk_period 21.3
set clk_io_pct 0.2

create_clock -name clk0 -period $clk_period

set non_clock_inputs [all_inputs -no_clocks]
set_input_delay [expr $clk_period * $clk_io_pct] -clock clk0 $non_clock_inputs
set_output_delay [expr $clk_period * $clk_io_pct] -clock clk0 [all_outputs]
```
**flow/design.v**
```verilog
module alu (
    input signed [31:0] operand_a_i, operand_b_i,
    input logic  [ 3:0] alu_op_i,   
    output logic [31:0] alu_data_o
);
    always_comb begin : alu
        alu_data_o = '0;
        case (alu_op_i)
            4'b0000: alu_data_o = operand_a_i + operand_b_i;  
            4'b1000: alu_data_o = operand_a_i + ((~operand_b_i) + 32'h1);  
            4'b0010: alu_data_o = {31'b0, operand_a_i < operand_b_i};
            4'b0011: alu_data_o = {31'b0, $unsigned(operand_a_i) < $unsigned(operand_b_i)};
            4'b0100: alu_data_o = operand_a_i ^ operand_b_i;  
            4'b0110: alu_data_o = operand_a_i | operand_b_i;  
            4'b0111: alu_data_o = operand_a_i & operand_b_i;  
            4'b0001: alu_data_o = operand_a_i << operand_b_i;  
            4'b0101: alu_data_o = operand_a_i >> operand_b_i;  
            4'b1101: alu_data_o = operand_a_i >>> operand_b_i;  
            default: alu_data_o = '0;
        endcase
    end
endmodule
```
==> run summary <==
status - finished, final reports clean
Final ANT Viol Nets - 0
crit share post-route - 64.6%
Synth top cell by count - a21oi_1
Inst Count DP - 1750
HPWL after detailed placement - 38800 um
cells along the critical path - clkdlybuf4s50_1 -> buf_4 -> inv_1 -> ha_1 -> inv_1 -> o221ai_1 -> a211o_1 -> a311oi_1 -> a211o_1 -> a21oi_1 -> o22a_1 -> nor2_1 -> nor3_1 -> or4_1 -> clkdlybuf4s50_1
crit-path leading delay family - AND-OR/OR-AND gates
layout cell share with drive strength beyond 1 - 6.12%
WP buf/inv - 5
Starting DRT DRC Count - 1135
Cell Count, Final, Fillers Out - 1750
ys cells - 1455
slowest stage cell, crit path - a311oi_1
Chip Height - 153 um
Final WS setup - 7.55 ns
Synth cell types - 73
Core Util, Final - 46.2%
worst min-delay path class - in2out
I/O pins - 100
FMAX - 0.0727 GHz
Post-CTS Setup Inserts - 0
CTS resizes - 0
Final setup viols - 0
diode count - 0
P_sw - 164 uW
Pwr Total - 256 uW
CP Max Fanout - 35
Crit Path Class - in2out
number of remaining DRC errors - 0
synth cell count leaders - 189 x a21oi_1, 176 x nor2_1, 110 x nand2_1, 107 x o21ai_0
clkbuf count - 0
RSZ-0062 raised after global routing - no
Fin. Hold Viols - 0
Pleak - 4.12 nW
Flops - 0
GRT Residual Overflow - 0
die area - 23300 um^2
# port buffers - 100
Max Slew Vio Count - 0
Final TNS setup - 0 ns
pin count of the biggest net entering global routing - 67
fp_density - 41.3%
Power Internal - 92.6 uW
Slew Limit Headroom - 41.0%
post-route design area - 10200 um^2
Cell Area, Placed - 10200 um^2
Die W - 153 um
combinational fraction of design power - 100.0%
Core Area - 22000 um^2
first-pass GRT wire length - 72700 um
Max-cap violations - 0
cell type with the largest total area - ha_1
drt pass-1 iters - 27
tool warnings - 97
Clk network pwr share - 0%
Worst Path Arrival - 9.49 ns
Register Area - 0 um^2
Synth Cell Area - 9090 um^2
cts-stage hold buffer count - 0
Reg power frac - 0%
Worst setup EP type - output port
share of the synthesized area in the top cell type - 13.3%
routed len/inst - 28.5 um
post-placement worst setup slack - 7.79 ns
Total GRT Usage - 42.6%
mean post-synth cell area - 6.25 um^2
final wirelength - 49900 um
Top cells by area - ha_1 13%, a21oi_1 10%, nor2_1 7.3%
RePlAce Congestion - 1.11
DR vias/cell - 6.84
Crit path largest cell delay - 0.58 ns
Hold WS - 9.59 ns
power density over the cells - 25.2 nW/um^2
via count - 12.0k
sw frac - 63.9%
min Tclk post-route - 13.75 ns
Seq share, synth - 0%
Yosys warning count - 1
measured slew at the worst slew-check pin - 0.879 ns
Layout area overhead - 11.8%
number of global-route vias before repair - 10.8k
Post-Synthesis Cells - 1455
worst vdd ir - 12.7 uV
antenna violations before repair - 0
Req. time, crit path - 17.04 ns
crit path launch type - primary input
# rows - 54
Chip Area, Yosys - 9090 um^2
## path summary, 6_finish.rpt
kind,start,to,cells past startpoint,slack [ns]
setup / recovery,operand_b_i[4],alu_data_o[30],15,7.55
hold / removal,alu_op_i[3],alu_data_o[29],5,9.59
## final cells by class
class              instances  area [um^2]
fillers                 2322        11900
repair buffers           131         1200
multi-input cells       1238         8240
well taps                280          350
inverters                101          379
## layer usage
layer  track usage (%)  wire length [um]  vias up
met5                 0                 0        -
met4              19.6              2690        0
met3              14.1              6810      144
met2              60.0             20300      872
met1              58.6             20200     5555
li1                  -                 -     5403
## tightest hold or removal path: cells and delay by family
family	cells	cell delay [ns]
buffers and inverters	3	0.82
AND/OR/NAND/NOR	2	0.22
## power by group through the flow
stage                 Combinational (mW)  Clock (mW)  Sequential, mW
after CTS                          0.247           0               0
after global routing               0.272           0               0
final                              0.256           0               0
## layout by cell type (no fill, tap or decap), types with 11 or more instances in the layout
cell,count
a211oi_1,49
a21o_1,23
a21oi_1,189
a221oi_1,18
a31oi_1,30
and2_1,11
buf_4,32
clkdlybuf4s50_1,93
ha_1,97
inv_1,97
mux2_2,17
mux2i_1,47
mux4_2,15
nand2_1,110
nand2b_1,17
nand3_1,26
nor2_1,176
nor3_1,42
nor4_1,19
o211ai_1,18
o21ai_0,107
o21ai_1,16
o21bai_1,16
o221ai_1,22
o22ai_1,15
o31ai_1,11
xnor2_1,17
## cell families (layout without fill, tap and decap cells)
family,Yosys count,count (layout),synth area share (%)
multiplexers,80,80,11.2
XOR/XNOR,24,24,2.31
buffers and inverters,217,232,9.41
AND/OR/NAND/NOR,452,452,22.7
AND-OR/OR-AND,583,583,40.6
adder cells (fa/ha/maj),99,99,13.8
Power figures rest on the tool's default switching activity, not on a simulated workload.
